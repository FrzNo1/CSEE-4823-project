==> /design/flow/design.v <==
`timescale 1ns/1ps
module rshiftregne#(
	parameter			n=16
)
(
	output	wire			Q,
	input	wire	[(n-1):0]	X,
	input	wire			shift_in,
	input	wire			load,
	input	wire			enable,
	input	wire			clk,
	input	wire			resetn
);
	reg	[(n-1):0]	Y;
	assign	Q	= Y[(n-1)];
	always	@(negedge clk) begin
		if (~resetn) begin
			Y	<= 16'b0;
		end
		else if (load) begin
			Y	<= X;
		end
		else if (enable) begin
			Y 	<= Y << 1;
			Y[0]	<= shift_in;
		end
		else begin
		end
	end
endmodule  
module fifo_interface(
	output	wire	[63:0]	A, 
	input	wire	[15:0]	X63, X62, X61, X60, 
	input	wire	[15:0]	X59, X58, X57, X56, 
	input	wire	[15:0]	X55, X54, X53, X52, 
	input	wire	[15:0]	X51, X50, X49, X48, 
	input	wire	[15:0]	X47, X46, X45, X44, 
	input	wire	[15:0]	X43, X42, X41, X40, 
	input	wire	[15:0]	X39, X38, X37, X36, 
	input	wire	[15:0]	X35, X34, X33, X32, 
	input	wire	[15:0]	X31, X30, X29, X28, 
	input	wire	[15:0]	X27, X26, X25, X24, 
	input	wire	[15:0]	X23, X22, X21, X20, 
	input	wire	[15:0]	X19, X18, X17, X16, 
	input	wire	[15:0]	X15, X14, X13, X12, 
	input	wire	[15:0]	X11, X10, X9, X8, 
	input	wire	[15:0]	X7, X6, X5, X4, 
	input	wire	[15:0]	X3, X2, X1, X0,
	input	wire	clk, resetn, enable,load
);
	rshiftregne	SREG_0(
			.Q		(A[0]),
			.X		(X0),
			.shift_in	(1'b0),
			.load		(load),
			.enable		(enable),
			.clk		(clk),
			.resetn		(resetn)
			);
	rshiftregne	SREG_1(
			.Q		(A[1]),
			.X		(X1),
			.shift_in	(1'b0),
			.load		(load),
			.enable		(enable),
			.clk		(clk),
			.resetn		(resetn)
			);
	rshiftregne	SREG_2(
			.Q		(A[2]),
			.X		(X2),
			.shift_in	(1'b0),
			.load		(load),
			.enable		(enable),
			.clk		(clk),
			.resetn		(resetn)
			);
	rshiftregne	SREG_3(
			.Q		(A[3]),
			.X		(X3),
			.shift_in	(1'b0),
			.load		(load),
			.enable		(enable),
			.clk		(clk),
			.resetn		(resetn)
			);
	rshiftregne	SREG_4(
			.Q		(A[4]),
			.X		(X4),
			.shift_in	(1'b0),
			.load		(load),
			.enable		(enable),
			.clk		(clk),
			.resetn		(resetn)
			);
	rshiftregne	SREG_5(
			.Q		(A[5]),
			.X		(X5),
			.shift_in	(1'b0),
			.load		(load),
			.enable		(enable),
			.clk		(clk),
			.resetn		(resetn)
			);
	rshiftregne	SREG_6(
			.Q		(A[6]),
			.X		(X6),
			.shift_in	(1'b0),
			.load		(load),
			.enable		(enable),
			.clk		(clk),
			.resetn		(resetn)
			);
	rshiftregne	SREG_7(
			.Q		(A[7]),
			.X		(X7),
			.shift_in	(1'b0),
			.load		(load),
			.enable		(enable),
			.clk		(clk),
			.resetn		(resetn)
			);
	rshiftregne	SREG_8(
			.Q		(A[8]),
			.X		(X8),
			.shift_in	(1'b0),
			.load		(load),
			.enable		(enable),
			.clk		(clk),
			.resetn		(resetn)
			);
	rshiftregne	SREG_9(
			.Q		(A[9]),
			.X		(X9),
			.shift_in	(1'b0),
			.load		(load),
			.enable		(enable),
			.clk		(clk),
			.resetn		(resetn)
			);
	rshiftregne	SREG_10(
			.Q		(A[10]),
			.X		(X10),
			.shift_in	(1'b0),
			.load		(load),
			.enable		(enable),
			.clk		(clk),
			.resetn		(resetn)
			);
	rshiftregne	SREG_11(
			.Q		(A[11]),
			.X		(X11),
			.shift_in	(1'b0),
			.load		(load),
			.enable		(enable),
			.clk		(clk),
			.resetn		(resetn)
			);
	rshiftregne	SREG_12(
			.Q		(A[12]),
			.X		(X12),
			.shift_in	(1'b0),
			.load		(load),
			.enable		(enable),
			.clk		(clk),
			.resetn		(resetn)
			);
	rshiftregne	SREG_13(
			.Q		(A[13]),
			.X		(X13),
			.shift_in	(1'b0),
			.load		(load),
			.enable		(enable),
			.clk		(clk),
			.resetn		(resetn)
			);
	rshiftregne	SREG_14(
			.Q		(A[14]),
			.X		(X14),
			.shift_in	(1'b0),
			.load		(load),
			.enable		(enable),
			.clk		(clk),
			.resetn		(resetn)
			);
	rshiftregne	SREG_15(
			.Q		(A[15]),
			.X		(X15),
			.shift_in	(1'b0),
			.load		(load),
			.enable		(enable),
			.clk		(clk),
			.resetn		(resetn)
			);
	rshiftregne	SREG_16(
			.Q		(A[16]),
			.X		(X16),
			.shift_in	(1'b0),
			.load		(load),
			.enable		(enable),
			.clk		(clk),
			.resetn		(resetn)
			);
	rshiftregne	SREG_17(
			.Q		(A[17]),
			.X		(X17),
			.shift_in	(1'b0),
			.load		(load),
			.enable		(enable),
			.clk		(clk),
			.resetn		(resetn)
			);
	rshiftregne	SREG_18(
			.Q		(A[18]),
			.X		(X18),
			.shift_in	(1'b0),
			.load		(load),
			.enable		(enable),
			.clk		(clk),
			.resetn		(resetn)
			);
	rshiftregne	SREG_19(
			.Q		(A[19]),
			.X		(X19),
			.shift_in	(1'b0),
			.load		(load),
			.enable		(enable),
			.clk		(clk),
			.resetn		(resetn)
			);
	rshiftregne	SREG_20(
			.Q		(A[20]),
			.X		(X20),
			.shift_in	(1'b0),
			.load		(load),
			.enable		(enable),
			.clk		(clk),
			.resetn		(resetn)
			);
	rshiftregne	SREG_21(
			.Q		(A[21]),
			.X		(X21),
			.shift_in	(1'b0),
			.load		(load),
			.enable		(enable),
			.clk		(clk),
			.resetn		(resetn)
			);
	rshiftregne	SREG_22(
			.Q		(A[22]),
			.X		(X22),
			.shift_in	(1'b0),
			.load		(load),
			.enable		(enable),
			.clk		(clk),
			.resetn		(resetn)
			);
	rshiftregne	SREG_23(
			.Q		(A[23]),
			.X		(X23),
			.shift_in	(1'b0),
			.load		(load),
			.enable		(enable),
			.clk		(clk),
			.resetn		(resetn)
			);
	rshiftregne	SREG_24(
			.Q		(A[24]),
			.X		(X24),
			.shift_in	(1'b0),
			.load		(load),
			.enable		(enable),
			.clk		(clk),
			.resetn		(resetn)
			);
	rshiftregne	SREG_25(
			.Q		(A[25]),
			.X		(X25),
			.shift_in	(1'b0),
			.load		(load),
			.enable		(enable),
			.clk		(clk),
			.resetn		(resetn)
			);
	rshiftregne	SREG_26(
			.Q		(A[26]),
			.X		(X26),
			.shift_in	(1'b0),
			.load		(load),
			.enable		(enable),
			.clk		(clk),
			.resetn		(resetn)
			);
	rshiftregne	SREG_27(
			.Q		(A[27]),
			.X		(X27),
			.shift_in	(1'b0),
			.load		(load),
			.enable		(enable),
			.clk		(clk),
			.resetn		(resetn)
			);
	rshiftregne	SREG_28(
			.Q		(A[28]),
			.X		(X28),
			.shift_in	(1'b0),
			.load		(load),
			.enable		(enable),
			.clk		(clk),
			.resetn		(resetn)
			);
	rshiftregne	SREG_29(
			.Q		(A[29]),
			.X		(X29),
			.shift_in	(1'b0),
			.load		(load),
			.enable		(enable),
			.clk		(clk),
			.resetn		(resetn)
			);
	rshiftregne	SREG_30(
			.Q		(A[30]),
			.X		(X30),
			.shift_in	(1'b0),
			.load		(load),
			.enable		(enable),
			.clk		(clk),
			.resetn		(resetn)
			);
	rshiftregne	SREG_31(
			.Q		(A[31]),
			.X		(X31),
			.shift_in	(1'b0),
			.load		(load),
			.enable		(enable),
			.clk		(clk),
			.resetn		(resetn)
			);
	rshiftregne	SREG_32(
			.Q		(A[32]),
			.X		(X32),
			.shift_in	(1'b0),
			.load		(load),
			.enable		(enable),
			.clk		(clk),
			.resetn		(resetn)
			);
	rshiftregne	SREG_33(
			.Q		(A[33]),
			.X		(X33),
			.shift_in	(1'b0),
			.load		(load),
			.enable		(enable),
			.clk		(clk),
			.resetn		(resetn)
			);
	rshiftregne	SREG_34(
			.Q		(A[34]),
			.X		(X34),
			.shift_in	(1'b0),
			.load		(load),
			.enable		(enable),
			.clk		(clk),
			.resetn		(resetn)
			);
	rshiftregne	SREG_35(
			.Q		(A[35]),
			.X		(X35),
			.shift_in	(1'b0),
			.load		(load),
			.enable		(enable),
			.clk		(clk),
			.resetn		(resetn)
			);
	rshiftregne	SREG_36(
			.Q		(A[36]),
			.X		(X36),
			.shift_in	(1'b0),
			.load		(load),
			.enable		(enable),
			.clk		(clk),
			.resetn		(resetn)
			);
	rshiftregne	SREG_37(
			.Q		(A[37]),
			.X		(X37),
			.shift_in	(1'b0),
			.load		(load),
			.enable		(enable),
			.clk		(clk),
			.resetn		(resetn)
			);
	rshiftregne	SREG_38(
			.Q		(A[38]),
			.X		(X38),
			.shift_in	(1'b0),
			.load		(load),
			.enable		(enable),
			.clk		(clk),
			.resetn		(resetn)
			);
	rshiftregne	SREG_39(
			.Q		(A[39]),
			.X		(X39),
			.shift_in	(1'b0),
			.load		(load),
			.enable		(enable),
			.clk		(clk),
			.resetn		(resetn)
			);
	rshiftregne	SREG_40(
			.Q		(A[40]),
			.X		(X40),
			.shift_in	(1'b0),
			.load		(load),
			.enable		(enable),
			.clk		(clk),
			.resetn		(resetn)
			);
	rshiftregne	SREG_41(
			.Q		(A[41]),
			.X		(X41),
			.shift_in	(1'b0),
			.load		(load),
			.enable		(enable),
			.clk		(clk),
			.resetn		(resetn)
			);
	rshiftregne	SREG_42(
			.Q		(A[42]),
			.X		(X42),
			.shift_in	(1'b0),
			.load		(load),
			.enable		(enable),
			.clk		(clk),
			.resetn		(resetn)
			);
	rshiftregne	SREG_43(
			.Q		(A[43]),
			.X		(X43),
			.shift_in	(1'b0),
			.load		(load),
			.enable		(enable),
			.clk		(clk),
			.resetn		(resetn)
			);
	rshiftregne	SREG_44(
			.Q		(A[44]),
			.X		(X44),
			.shift_in	(1'b0),
			.load		(load),
			.enable		(enable),
			.clk		(clk),
			.resetn		(resetn)
			);
	rshiftregne	SREG_45(
			.Q		(A[45]),
			.X		(X45),
			.shift_in	(1'b0),
			.load		(load),
			.enable		(enable),
			.clk		(clk),
			.resetn		(resetn)
			);
	rshiftregne	SREG_46(
			.Q		(A[46]),
			.X		(X46),
			.shift_in	(1'b0),
			.load		(load),
			.enable		(enable),
			.clk		(clk),
			.resetn		(resetn)
			);
	rshiftregne	SREG_47(
			.Q		(A[47]),
			.X		(X47),
			.shift_in	(1'b0),
			.load		(load),
			.enable		(enable),
			.clk		(clk),
			.resetn		(resetn)
			);
	rshiftregne	SREG_48(
			.Q		(A[48]),
			.X		(X48),
			.shift_in	(1'b0),
			.load		(load),
			.enable		(enable),
			.clk		(clk),
			.resetn		(resetn)
			);
	rshiftregne	SREG_49(
			.Q		(A[49]),
			.X		(X49),
			.shift_in	(1'b0),
			.load		(load),
			.enable		(enable),
			.clk		(clk),
			.resetn		(resetn)
			);
	rshiftregne	SREG_50(
			.Q		(A[50]),
			.X		(X50),
			.shift_in	(1'b0),
			.load		(load),
			.enable		(enable),
			.clk		(clk),
			.resetn		(resetn)
			);
	rshiftregne	SREG_51(
			.Q		(A[51]),
			.X		(X51),
			.shift_in	(1'b0),
			.load		(load),
			.enable		(enable),
			.clk		(clk),
			.resetn		(resetn)
			);
	rshiftregne	SREG_52(
			.Q		(A[52]),
			.X		(X52),
			.shift_in	(1'b0),
			.load		(load),
			.enable		(enable),
			.clk		(clk),
			.resetn		(resetn)
			);
	rshiftregne	SREG_53(
			.Q		(A[53]),
			.X		(X53),
			.shift_in	(1'b0),
			.load		(load),
			.enable		(enable),
			.clk		(clk),
			.resetn		(resetn)
			);
	rshiftregne	SREG_54(
			.Q		(A[54]),
			.X		(X54),
			.shift_in	(1'b0),
			.load		(load),
			.enable		(enable),
			.clk		(clk),
			.resetn		(resetn)
			);
	rshiftregne	SREG_55(
			.Q		(A[55]),
			.X		(X55),
			.shift_in	(1'b0),
			.load		(load),
			.enable		(enable),
			.clk		(clk),
			.resetn		(resetn)
			);
	rshiftregne	SREG_56(
			.Q		(A[56]),
			.X		(X56),
			.shift_in	(1'b0),
			.load		(load),
			.enable		(enable),
			.clk		(clk),
			.resetn		(resetn)
			);
	rshiftregne	SREG_57(
			.Q		(A[57]),
			.X		(X57),
			.shift_in	(1'b0),
			.load		(load),
			.enable		(enable),
			.clk		(clk),
			.resetn		(resetn)
			);
	rshiftregne	SREG_58(
			.Q		(A[58]),
			.X		(X58),
			.shift_in	(1'b0),
			.load		(load),
			.enable		(enable),
			.clk		(clk),
			.resetn		(resetn)
			);
	rshiftregne	SREG_59(
			.Q		(A[59]),
			.X		(X59),
			.shift_in	(1'b0),
			.load		(load),
			.enable		(enable),
			.clk		(clk),
			.resetn		(resetn)
			);
	rshiftregne	SREG_60(
			.Q		(A[60]),
			.X		(X60),
			.shift_in	(1'b0),
			.load		(load),
			.enable		(enable),
			.clk		(clk),
			.resetn		(resetn)
			);
	rshiftregne	SREG_61(
			.Q		(A[61]),
			.X		(X61),
			.shift_in	(1'b0),
			.load		(load),
			.enable		(enable),
			.clk		(clk),
			.resetn		(resetn)
			);
	rshiftregne	SREG_62(
			.Q		(A[62]),
			.X		(X62),
			.shift_in	(1'b0),
			.load		(load),
			.enable		(enable),
			.clk		(clk),
			.resetn		(resetn)
			);
	rshiftregne	SREG_63(
			.Q		(A[63]),
			.X		(X63),
			.shift_in	(1'b0),
			.load		(load),
			.enable		(enable),
			.clk		(clk),
			.resetn		(resetn)
			);
endmodule  
module FIFO(
	output	wire	[63:0]	A,
	output	wire		load_ext,start_ext,
	input		[15:0]	w,
	input			enable,enable_single,clk,clk2,resetn
);	
	wire		[63:0]	I;
	reg		[15:0]	array	[0:63];
	reg 		load;
	reg 		start;
	integer 	k;
	integer 	i;
	integer 	x;
	fifo_interface		fifo_interface(
				.A		(I),
				.X63		(array[63]),
				.X62		(array[62]),
				.X61		(array[61]),
				.X60		(array[60]),
				.X59		(array[59]),
				.X58		(array[58]),
				.X57		(array[57]),
				.X56		(array[56]),
				.X55		(array[55]),
				.X54		(array[54]),
				.X53		(array[53]),
				.X52		(array[52]),
				.X51		(array[51]),
				.X50		(array[50]),
				.X49		(array[49]),
				.X48		(array[48]),
				.X47		(array[47]),
				.X46		(array[46]),
				.X45		(array[45]),
				.X44		(array[44]),
				.X43		(array[43]),
				.X42		(array[42]),
				.X41		(array[41]),
				.X40		(array[40]),
				.X39		(array[39]),
				.X38		(array[38]),
				.X37		(array[37]),
				.X36		(array[36]),
				.X35		(array[35]),
				.X34		(array[34]),
				.X33		(array[33]),
				.X32		(array[32]),
				.X31		(array[31]),
				.X30		(array[30]),
				.X29		(array[29]),
				.X28		(array[28]),
				.X27		(array[27]),
				.X26		(array[26]),
				.X25		(array[25]),
				.X24		(array[24]),
				.X23		(array[23]),
				.X22		(array[22]),
				.X21		(array[21]),
				.X20		(array[20]),
				.X19		(array[19]),
				.X18		(array[18]),
				.X17		(array[17]),
				.X16		(array[16]),
				.X15		(array[15]),
				.X14		(array[14]),
				.X13		(array[13]),
				.X12		(array[12]),
				.X11		(array[11]),
				.X10		(array[10]),
				.X9		(array[9]),
				.X8		(array[8]),
				.X7		(array[7]),
				.X6		(array[6]),
				.X5		(array[5]),
				.X4		(array[4]),
				.X3		(array[3]),
				.X2		(array[2]),
				.X1		(array[1]),
				.X0		(array[0]),
				.clk		(clk2),
				.resetn		(resetn),
				.enable		(enable_single),
				.load		(load)
				);
	assign A = resetn ? I: 64'b0;			
	assign load_ext = load;
	assign start_ext = start;	
	always @(posedge clk) begin
		if (!resetn) begin
			for (k = 63; k >= 0; k = k-1) begin
				array[k] = 16'b0;
			end
		end
		else if(enable) begin
				for (k = 63; k >= 1; k = k-1) begin
					array[k] = array[k-1];
				end
				array[0] = w;
		end
		else begin
		end
	end
	always @(negedge clk2) begin
		if (!resetn) begin
			i <= 0;
			load <= 0;
		end
		else begin 
			if (i == 191) begin
				i <= 0;
				load <= 1;
			end
			else begin
				i <= i + 1;
				load <= 0;
			end
		end
	end
	always @(posedge clk2) begin
		if(!resetn) begin
			x <= 0;
			start <= 0;
		end
		else begin	
			if (x == 11) begin
				x <= 0;
				start <= 1;
			end
			else begin
				x <= x + 1;
				start <= 0;
			end
		end
	end
endmodule
==> /design/flow/run.sh <==
#!/bin/bash
# OpenROAD 26Q1-2900-gdf79404cd8, Yosys 0.63+post, stock flow scripts
make -C /OpenROAD-flow-scripts/flow DESIGN_CONFIG=/design/flow/config.mk WORK_HOME=/design/flow/orfs finish
==> /design/flow/config.mk <==
export PLATFORM = sky130hd
export DESIGN_NAME = FIFO
export DESIGN_NICKNAME = FIFO
export VERILOG_FILES = /design/flow/design.v
export SDC_FILE = /design/flow/constraint.sdc
export NUM_CORES = 4
export LEC_CHECK = 1
export CORE_UTILIZATION = 40
export SYNTH_HDL_FRONTEND = slang
==> /design/flow/constraint.sdc <==
current_design FIFO

set clk_period 23.6
set clk_io_pct 0.2

create_clock -name clk0 -period $clk_period [get_ports {clk}]
create_clock -name clk1 -period $clk_period [get_ports {clk2}]

set non_clock_inputs [all_inputs -no_clocks]
set_input_delay [expr $clk_period * $clk_io_pct] -clock clk0 $non_clock_inputs
set_output_delay [expr $clk_period * $clk_io_pct] -clock clk0 [all_outputs]
==> run summary <==
fresh numbers from the pnr run: run status=completed, row cnt=167, Yosys Instances=around 9,000, hpwl dp=100,500 microns, Antenna Cells=0, CTS tree=built, YS warnings=0, crit-path max FO=165, hold buffer count at cts=0, Critical Path RT=12.40 ns, crit path from=resetn, DR WL met2=84,200 microns, drt first pass iters=5, Setup CP Type=primary input to register, ys async rst share=0%, CTS Sinks=2,114, post-synth top area share=between 50% and 60%, HP Start=x[0], YS chip area=0.08389 sq mm, Core Area=0.2077 sq mm, cells after synthesis=roughly 9,200, antenna viol nets, final=0, pin count of the biggest net entering global routing=190, pre-CTS setup slack=~4.2 ns, number of buffers added on ports=85, Post-Syn Area=between 0.08 and 0.09 sq mm, Synth Flop Type=dfxtp_1, vias in the first global route=about 62,000, All-Layer GR Usage=a little under a fifth, count of different cell masters after synthesis=36, first-pass GRT wire length=310,700 microns, max cap viols=0, Flops after synth=2,114, Iter 0 DRT Violations=3,857, synth-to-layout area growth=18.35%, FF-to-FF Start=array[1012], peak supply drop=0.0001040 V, Die Height=460.0 microns, Die Wd=460.0 microns, PwrDens=87.56 mW/mm^2, highest metal used=met4, setup bufs post-CTS=0, drt total wl=186,300 microns, FP Util=between 40 and 50%, Leak=47.54 nW, remaining global-route overflow=0, class of the worst hold path=register to register, Top area cell types=dfxtp_1 (50%), mux2i_1 (24%), nor2_1 (14%), Setup Skew=0.03250 ns, post_cts resized=0, fin area=0.09928 sq mm, top cells by count=nor2_1 (3,037), dfxtp_1 (2,114), mux2i_1 (1,984), a21oi_1 (1,060), clkbuf_1 (472), Remaining DRCs=0, slew at the pin closest to its max-slew limit=0.9007 ns, GPL Wtd Cong=~0.8, mean number of vias per cell=4.879, # fillers=18,442, critical path arrival=7.42 ns, cell type with the largest total area=dfxtp_1, Power, Total=8.693 mW, Post-synth seq share=50.45%, WL met1=87,190 microns, area post-placement=0.08648 sq mm, OpenROAD warning count=1,049, Die Area=roughly 0.21 sq mm, initial antenna violation count=6, final hold violation count=0, # IOs=87, Rel. slew slack=between 30% and 40%, Final Slew Violations=0, vias=between 60,000 and 70,000, layout cell share with drive strength beyond 1=5.029%, EDFF count, synth=0, Startpoint Class=primary input, DR WL met3=9823 microns, DR WL/cell=14.28 microns, final tally of setup violations=0, Final WS setup=about 5 ns, setup TNS=0 ns, max reg flops=1,024, synthesized area per cell=9.072 sq um, Yosys top cell by instances=nor2_1, Critical Path End Type=register, clk slew on worst S/H paths=0.05 ns, RSZ-0062 raised after global routing=false
[worst max-delay path, stage by stage]
cell and delay [ns]:
buf_4 0.21, inv_8 0.48, buf_12 0.60, buf_4 0.58, buf_4 0.52, nor2_1 0.10
[cell type report]
type | count | area (sq um) | area share, %
Clock buffer | 335 | 7431 | 7.485
Inverter | 9 | 41.29 | 0.04159
Clock inverter | 1209 | 5374 | 5.413
Timing Repair Buffer | 180 | 1784 | 1.797
Tap cell | 2788 | 3488 | 3.514
Multi-Input combinational cell | 6413 | 38840 | 39.12
Sequential cell | 2114 | 42320 | 42.63
[cells by family (layout without fill, tap and decap cells)]
group | count (synthesis) | in the layout | synth area share (%)
AND-OR/OR-AND | 1100 | 1100 | 6.654
XOR/XNOR | 23 | 23 | 0.2401
adder cells (fa/ha/maj) | 2 | 2 | 0.02983
buffers and inverters | 720 | 1733 | 3.274
flip-flops | 2114 | 2114 | 50.45
multiplexers | 1984 | 1984 | 23.67
AND/OR/NAND/NOR | 3304 | 3304 | 15.68
[metal layers]
metal  up-vias  global-route usage, %
met1     29260                  25.11
li1      32919                      -
met3       358                  6.376
met5         -                      0
met4         0                  7.929
met2      1119                  26.06
[path summary, 6_finish.rpt]
check	cells after the start	endpoint	slack [ns]
min	1	x[0]	0.45
max in group clk0	1	load_ext	5.04
min in group clk0	2	array[7]	0.50
max	6	fifo_interface.SREG_34.Y[13]	4.98
min reg2reg	1	x[0]	0.45
max reg2reg	2	fifo_interface.SREG_0.Y[4]	10.88
[power by group]
group / leakage, nW / switching [mW] / total (mW) / internal, mW
Sequential: 17.0 / 0.00475 / 3.59 / 3.59
Combinational: 20.5 / 0.157 / 0.241 / 0.0839
Clock: 10.1 / 2.16 / 4.86 / 2.70
[through the flow]
step	util, %	hold WS, ns	std cells
5_1_grt	47.80	0.4870	13048
6_report	47.80	0.4540	13048
3_5_place_dp	41.64	0.4461	11505
4_1_cts	47.80	0.4588	13048
3_3_place_gp	41.64	0.4392	11505
2_1_floorplan	-	0.4262	9247
[cells in the final DEF, fill, tap and decap left out, drive strengths merged, types with 22 or more instances in the layout]
cell type      netlist  routed
mux2i             1984    1984
a21oi             1060    1060
clkinv               0      28
inv                 10    1134
o31ai               23      23
or4                 27      27
nor3b               64      64
dfxtp             2114    2114
clkinvlp             0      35
nand2               22      22
clkbuf             473     335
buf                237      98
nor2              3037    3037
and2                65      65
clkdlybuf4s50        0      82
Power figures rest on the tool's default switching activity, not on a simulated workload.
