### /design/flow/config.mk
export PLATFORM = sky130hd
export DESIGN_NAME = ALU
export DESIGN_NICKNAME = ALU
export VERILOG_FILES = /design/flow/design.v
export SDC_FILE = /design/flow/constraint.sdc
export NUM_CORES = 4
export LEC_CHECK = 1
export CORE_UTILIZATION = 40
export SYNTH_HDL_FRONTEND = slang
### /design/flow/constraint.sdc
current_design ALU

set clk_period 25.9
set clk_io_pct 0.2

create_clock -name clk0 -period $clk_period [get_ports {clk}]

set non_clock_inputs [all_inputs -no_clocks]
set_input_delay [expr $clk_period * $clk_io_pct] -clock clk0 $non_clock_inputs
set_output_delay [expr $clk_period * $clk_io_pct] -clock clk0 [all_outputs]
### /design/flow/design.v
`timescale 1ns/1ps
module ALU(X, B, R, y, valid_in, clk);
    input [15:0] X, B;
    input clk;
    input R;
	input valid_in;   
    output reg [38:0] y;
    wire [38:0] multiplier_out;
    wire [38:0] adder_out;
    multiplier multiplier (.A(X), .B(B), .Out(multiplier_out));
    addern adder (.X(multiplier_out), .Y(y), .S(adder_out), .valid_in(valid_in), .clk(clk));   
    always @(posedge clk) begin
        if (R) 
            y <= 39'b0;   
        else
            y <= adder_out;   
    end
endmodule
module multiplier(A,B,Out);
	input wire [15:0]A,B;
	output wire [38:0]Out;
	assign Out[31:0] = A * B;
	assign Out[38:32] = {7{Out[31]}};
endmodule
module addern(X, Y, S, valid_in, clk);
    parameter n = 38;  
    input wire [n:0] X, Y;
    input wire valid_in, clk;
    output wire [n:0] S;
	assign S = valid_in ? X + Y : Y;
endmodule
### /design/flow/run.sh
#!/bin/bash
# OpenROAD 26Q1-2900-gdf79404cd8, Yosys 0.63+post, stock flow scripts
make -C /OpenROAD-flow-scripts/flow DESIGN_CONFIG=/design/flow/config.mk WORK_HOME=/design/flow/orfs finish
==> results.tsv <==
metric	value	unit
status	finished clean	
Synth logic family	adder cells	
final hold vios	0	
delay-heaviest family, CP	adder cells	
worst r2r dst	y[36]	
CP Capture Type	flip-flop	
mux share	1.96	%
max FFs per register	39	
final WL	28600	µm
OpenROAD warnings	28	
setup violators final	0	
pre-CTS setup slack	11.54	ns
Inserted Diodes	0	
final instance area	13100	µm²
Worst Path Buf+Inv	5	
Placement Cell Area	13000	µm²
Starting Density	41.0	%
pin count of the biggest net entering global routing	41	
vias per std cell	5.10	
hold depth	2	
vias in the first global route	9564	
row count	62	
Seq share, synth	6.56	%
slowest stage delay, CP	0.99	ns
synthesis area per yosys	11900	µm²
initial antenna violation count	0	
root buffer cell	clkbuf_16	
Area Growth Syn to Fin	10.2	%
flip-flops with a built-in enable	0	
1st-iter DRT viols	419	
CTS Sinks	39	
hold endpoint	y[2]	
CTS clk-pin slew, worst paths	0.06	ns
Critical Path RT	26.07	ns
global-route wire length before repair	48600	µm
R2R setup slack	22.27	ns
total grt overflow	0	
crit path DAT	14.22	ns
TritonCTS buffer count	5	
and-or/or-and share of the synthesized area	11.6	%
Tot GR Track Use	20.8	%
crit path kind	in -> reg	
Mapped Cells	1414	
setup tns final	0	ns
clk latency late pin	0.28	ns
First-pass DRT Iterations	5	
largest registers	y x39	
RSZ-0062 raised after global routing	false	
WL/cell	15.6	µm
Post CTS Setup Buffer Count	0	
HP Class	reg -> reg	
IO buf count	73	
Worst Skew	0.00286	ns
Post-CTS Hold Buffers	0	
Post-CTS Resized	0	
critical path peak fanout	16	
layout cells sized above 1	2.13	%
simple share	18.4	%
Syn. warnings	0	
Adders+Majority by Area	48.1	%
vias after detailed routing	9366	
Yosys Instances	1414	
Final Util	45.2	%
I/O Pins	74	
max frequency	71.2	MHz
Placer Congestion	0.892	
Most used DFF post-synth	dfxtp_1	
die height	174	µm
synth unique cells	64	
half-perimeter wire length after placement	23000	µm
die area	30400	µm²
residual DRC count	0	
Slew HR	44.4	%
reg2reg path depth	12	
final setup margin	11.85	ns
Avg Inst Size Synth	8.41	µm²
crit start category	input port	
fraction of registers with async set/reset	0	%
min Tclk post-route	14.05	ns
cell with the largest stage delay on the worst path	clkdlybuf4s50_1	
Cell Area, Synth	11900	µm²
Max Root-Sink Buffers	2	
die width	174	µm
CTS H-tree lvls	2	
min-delay src	y[2]	
Pins Over Slew Limit	0	
DRT antenna net count	0	
cell mode on critical path	fa_1	
Synth flops	39	
startpoint of the worst-slack reg-to-reg timing path	y[0]	
CTS tree	built	
xor+xnor area frac	4.12	%
area of the core	29000	µm²
Tightest Pin Transition	0.832	ns
fin crit share	54.2	%
MaxCap Viol Count	0	
Reg with most FFs	y	
[layout make-up]
class / instances / area (µm²)
Clock buffer: 8 / 156
Fill cell: 2875 / 15900
Inverter: 242 / 908
Multi-Input combinational cell: 1084 / 10000
Sequential cell: 39 / 781
Tap cell: 384 / 480
Timing Repair Buffer: 80 / 778
[tightest hold or removal path: cells and delay by family (launching register included)]
kind | cells | cell delay (ns)
AND-OR/OR-AND | 1 | 0.05
flip-flops | 1 | 0.33
AND/OR/NAND/NOR | 1 | 0.09
[stage by stage]
step,hold slack [ns],std cells
5_1_grt,0.550,1837
3_5_place_dp,0.499,1829
4_1_cts,0.511,1837
2_1_floorplan,0.449,1414
6_report,0.510,1837
3_3_place_gp,0.485,1829
[how the worst max path moves through the flow]
stage                 startpoint    end  slack (ns)  depth (start not counted)
after global routing       X[13]  y[38]       11.39                         31
after CTS                  X[12]  y[38]       11.81                         31
final                      X[12]  y[38]       11.85                         31
[cell usage after synthesis, types with 2 or more instances]
cell / number / area [µm²]
nand4_1: 11 / 68.8
a21oi_1: 72 / 360
o21ai_0: 27 / 135
clkbuf_1: 42 / 158
mux2_1: 2 / 22.5
buf_2: 2 / 10.0
o31ai_1: 3 / 22.5
mux2i_1: 21 / 210
xnor2_1: 37 / 324
a211oi_2: 2 / 25.0
dfxtp_1: 39 / 781
o21bai_1: 15 / 113
o2111ai_1: 2 / 17.5
nand2b_1: 4 / 25.0
a21o_1: 36 / 270
a311oi_1: 2 / 17.5
a221o_1: 2 / 20.0
a31oi_1: 6 / 37.5
o31a_1: 2 / 17.5
nor3_1: 13 / 65.1
nand3_1: 14 / 70.1
nor2_1: 82 / 308
nor2b_1: 10 / 62.6
o21a_1: 7 / 52.6
or2_2: 3 / 18.8
o211ai_1: 3 / 22.5
or3_1: 6 / 37.5
nand4b_1: 3 / 26.3
nand2_1: 185 / 694
fa_1: 195 / 3900
ha_1: 145 / 1810
o21ai_1: 3 / 15.0
xor2_1: 19 / 166
buf_1: 3 / 11.3
a211oi_1: 3 / 22.5
o22ai_1: 5 / 31.3
a2111o_1: 2 / 22.5
and3_1: 2 / 12.5
and2_1: 117 / 732
inv_1: 242 / 908
a31o_2: 2 / 17.5
[cell families after synthesis]
| family | after synthesis |
|---|---|
| and+or+nand+nor | 457 |
| adders and majority gates | 340 |
| buffers and inverters | 291 |
| AOI/OAI and AO/OA | 208 |
| xor gates and xnor gates | 56 |
| DFF | 39 |
| muxes | 23 |
[per-layer routing]
metal / global-route usage [%] / up-vias / wire length, µm
met5: 0.481 / - / 0
met4: 2.70 / 0 / 396
met3: 4.59 / 24 / 1490
met2: 33.4 / 208 / 14000
met1: 30.6 / 4572 / 12800
li1: - / 4562 / -
[cells in the final DEF, fill, tap and decap left out, types with 4 or more instances in the layout]
| cell | synthesis | layout |
|---|---|---|
| o21a_1 | 7 | 7 |
| inv_1 | 242 | 242 |
| dfxtp_1 | 39 | 39 |
| fa_1 | 195 | 195 |
| nor2b_1 | 10 | 10 |
| nand2_1 | 185 | 185 |
| xor2_1 | 19 | 19 |
| a21oi_1 | 72 | 72 |
| nand2b_1 | 4 | 4 |
| a21o_1 | 36 | 36 |
| clkbuf_16 | 0 | 5 |
| or3_1 | 6 | 6 |
| a31oi_1 | 6 | 6 |
| and2_1 | 117 | 117 |
| nor3_1 | 13 | 13 |
| mux2i_1 | 21 | 21 |
| o22ai_1 | 5 | 5 |
| o21bai_1 | 15 | 15 |
| ha_1 | 145 | 145 |
| buf_4 | 1 | 7 |
| nand3_1 | 14 | 14 |
| clkdlybuf4s50_1 | 0 | 72 |
| nand4_1 | 11 | 11 |
| xnor2_1 | 37 | 37 |
| o21ai_0 | 27 | 27 |
| nor2_1 | 82 | 82 |
